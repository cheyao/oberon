==> ./design.v <==
module tmds_encoder(
input wire clk,
input wire [7:0] data,
input wire [1:0] c,
input wire blank,
output reg [9:0] encoded
);
wire [8:0] xored;
wire [8:0] xnored;
wire [3:0] ones;
reg [8:0] data_word;
reg [8:0] data_word_inv;
wire [3:0] data_word_disparity;
reg [3:0] dc_bias = 1'b0;
  assign xored[0] = data[0];
  assign xored[1] = data[1] ^ xored[0];
  assign xored[2] = data[2] ^ xored[1];
  assign xored[3] = data[3] ^ xored[2];
  assign xored[4] = data[4] ^ xored[3];
  assign xored[5] = data[5] ^ xored[4];
  assign xored[6] = data[6] ^ xored[5];
  assign xored[7] = data[7] ^ xored[6];
  assign xored[8] = 1'b1;
  assign xnored[0] = data[0];
  assign xnored[1] =  ~(data[1] ^ xnored[0]);
  assign xnored[2] =  ~(data[2] ^ xnored[1]);
  assign xnored[3] =  ~(data[3] ^ xnored[2]);
  assign xnored[4] =  ~(data[4] ^ xnored[3]);
  assign xnored[5] =  ~(data[5] ^ xnored[4]);
  assign xnored[6] =  ~(data[6] ^ xnored[5]);
  assign xnored[7] =  ~(data[7] ^ xnored[6]);
  assign xnored[8] = 1'b0;
  assign ones = 4'b0000 + data[0] + data[1] + data[2] + data[3] + data[4] + data[5] + data[6] + data[7];
  always @(ones, data[0], xnored, xored) begin
    if(ones > 4 || (ones == 4 && data[0] == 1'b0)) begin
      data_word <= xnored;
      data_word_inv <=  ~(xnored);
    end
    else begin
      data_word <= xored;
      data_word_inv <=  ~(xored);
    end
  end
  assign data_word_disparity = 4'b1100 + data_word[0] + data_word[1] + data_word[2] + data_word[3] + data_word[4] + data_word[5] + data_word[6] + data_word[7];
  always @(posedge clk) begin
    if(blank == 1'b1) begin
      case(c)
      2'b00 : begin
        encoded <= 10'b1101010100;
      end
      2'b01 : begin
        encoded <= 10'b0010101011;
      end
      2'b10 : begin
        encoded <= 10'b0101010100;
      end
      default : begin
        encoded <= 10'b1010101011;
      end
      endcase
      dc_bias <= {4{1'b0}};
    end
    else begin
      if(dc_bias == 5'b00000 || data_word_disparity == 0) begin
        if(data_word[8] == 1'b1) begin
          encoded <= {2'b01,data_word[7:0]};
          dc_bias <= dc_bias + data_word_disparity;
        end
        else begin
          encoded <= {2'b10,data_word_inv[7:0]};
          dc_bias <= dc_bias - data_word_disparity;
        end
      end
      else if((dc_bias[3] == 1'b0 && data_word_disparity[3] == 1'b0) || (dc_bias[3] == 1'b1 && data_word_disparity[3] == 1'b1)) begin
        encoded <= {1'b1,data_word[8],data_word_inv[7:0]};
        dc_bias <= dc_bias + data_word[8] - data_word_disparity;
      end
      else begin
        encoded <= {1'b0,data_word};
        dc_bias <= dc_bias - data_word_inv[8] + data_word_disparity;
      end
    end
  end
endmodule
module vga2dvid(
input wire clk_pixel,
input wire clk_shift,
input wire [C_depth - 1:0] in_red,
input wire [C_depth - 1:0] in_green,
input wire [C_depth - 1:0] in_blue,
input wire in_blank,
input wire in_hsync,
input wire in_vsync,
output wire [9:0] outp_red,
output wire [9:0] outp_green,
output wire [9:0] outp_blue,
output wire [1:0] out_red,
output wire [1:0] out_green,
output wire [1:0] out_blue,
output wire [1:0] out_clock
);
parameter C_shift_clock_synchronizer=1'b1;
parameter C_parallel=1'b1;
parameter C_serial=1'b1;
parameter C_ddr=1'b0;
parameter [31:0] C_depth=8;
wire [9:0] encoded_red; wire [9:0] encoded_green; wire [9:0] encoded_blue;
reg [9:0] latched_red = 1'b0; reg [9:0] latched_green = 1'b0; reg [9:0] latched_blue = 1'b0;
reg [9:0] shift_red = 1'b0; reg [9:0] shift_green = 1'b0; reg [9:0] shift_blue = 1'b0;
parameter C_shift_clock_initial = 10'b0000011111;
reg [9:0] shift_clock = C_shift_clock_initial;
reg R_shift_clock_off_sync = 1'b0;
reg [7:0] R_shift_clock_synchronizer = 1'b0;
reg [6:0] R_sync_fail;   
parameter c_red = 1'b0;
parameter c_green = 1'b0;
wire [1:0] c_blue;
wire [7:0] red_d;
wire [7:0] green_d;
wire [7:0] blue_d;
  assign c_blue = {in_vsync,in_hsync};
  assign red_d[7:8 - C_depth] = in_red[C_depth - 1:0];
  assign green_d[7:8 - C_depth] = in_green[C_depth - 1:0];
  assign blue_d[7:8 - C_depth] = in_blue[C_depth - 1:0];
  generate if (C_depth < 8) begin: G_vacant_bits
      genvar i;
    generate for (i=0; i <= 8 - C_depth - 1; i = i + 1) begin: G_bits
          assign red_d[i] = in_red[0];
      assign green_d[i] = in_green[0];
      assign blue_d[i] = in_blue[0];
    end
    endgenerate
  end
  endgenerate
  generate if (C_shift_clock_synchronizer == 1'b1) begin: G_shift_clock_synchronizer
    always @(posedge clk_pixel) begin
      if(shift_clock[5:4] == C_shift_clock_initial[5:4]) begin
        R_shift_clock_off_sync <= 1'b0;
      end
      else begin
        R_shift_clock_off_sync <= 1'b1;
      end
    end
    always @(posedge clk_shift) begin
      if(R_shift_clock_off_sync == 1'b1) begin
        if(R_shift_clock_synchronizer[(7)] == 1'b1) begin
          R_shift_clock_synchronizer <= {8{1'b0}};
        end
        else begin
          R_shift_clock_synchronizer <= R_shift_clock_synchronizer + 1;
        end
      end
      else begin
        R_shift_clock_synchronizer <= {8{1'b0}};
      end
    end
  end
  endgenerate
  tmds_encoder u21(
      .clk(clk_pixel),
    .data(red_d),
    .c(c_red),
    .blank(in_blank),
    .encoded(encoded_red));
  tmds_encoder u22(
      .clk(clk_pixel),
    .data(green_d),
    .c(c_green),
    .blank(in_blank),
    .encoded(encoded_green));
  tmds_encoder u23(
      .clk(clk_pixel),
    .data(blue_d),
    .c(c_blue),
    .blank(in_blank),
    .encoded(encoded_blue));
  always @(posedge clk_pixel) begin
    latched_red <= encoded_red;
    latched_green <= encoded_green;
    latched_blue <= encoded_blue;
  end
  generate if (C_parallel == 1'b1) begin: G_parallel
      assign outp_red = latched_red;
    assign outp_green = latched_green;
    assign outp_blue = latched_blue;
  end
  endgenerate
  generate if ((C_serial &  ~C_ddr) == 1'b1) begin: G_SDR
      always @(posedge clk_shift) begin
      if(shift_clock[5:4] == C_shift_clock_initial[5:4]) begin
        shift_red <= latched_red;
        shift_green <= latched_green;
        shift_blue <= latched_blue;
      end
      else begin
        shift_red <= {1'b0,shift_red[9:1]};
        shift_green <= {1'b0,shift_green[9:1]};
        shift_blue <= {1'b0,shift_blue[9:1]};
      end
      if(R_shift_clock_synchronizer[(7)] == 1'b0) begin
        shift_clock <= {shift_clock[0],shift_clock[9:1]};
      end
      else begin
        if(R_sync_fail[(6)] == 1'b1) begin
          shift_clock <= C_shift_clock_initial;
          R_sync_fail <= {7{1'b0}};
        end
        else begin
          R_sync_fail <= R_sync_fail + 1;
        end
      end
    end
  end
  endgenerate
  generate if ((C_serial & C_ddr) == 1'b1) begin: G_DDR
      always @(posedge clk_shift) begin
      if(shift_clock[5:4] == C_shift_clock_initial[5:4]) begin
        shift_red <= latched_red;
        shift_green <= latched_green;
        shift_blue <= latched_blue;
      end
      else begin
        shift_red <= {2'b00,shift_red[9:2]};
        shift_green <= {2'b00,shift_green[9:2]};
        shift_blue <= {2'b00,shift_blue[9:2]};
      end
      if(R_shift_clock_synchronizer[(7)] == 1'b0) begin
        shift_clock <= {shift_clock[1:0],shift_clock[9:2]};
      end
      else begin
        if(R_sync_fail[(6)] == 1'b1) begin
          shift_clock <= C_shift_clock_initial;
          R_sync_fail <= {7{1'b0}};
        end
        else begin
          R_sync_fail <= R_sync_fail + 1;
        end
      end
    end
  end
  endgenerate
  generate if (C_serial == 1'b1) begin: G_serial
      assign out_red = shift_red[1:0];
    assign out_green = shift_green[1:0];
    assign out_blue = shift_blue[1:0];
    assign out_clock = shift_clock[1:0];
  end
  endgenerate
endmodule
==> ./run.sh <==
#!/bin/bash
# OpenROAD 26Q1-2900-gdf79404cd8, Yosys 0.63+post, stock flow scripts
make -C /OpenROAD-flow-scripts/flow DESIGN_CONFIG=/design/flow/config.mk WORK_HOME=/design/flow/orfs finish
==> ./config.mk <==
export PLATFORM = sky130hd
export DESIGN_NAME = vga2dvid
export DESIGN_NICKNAME = vga2dvid
export VERILOG_FILES = /design/flow/design.v
export SDC_FILE = /design/flow/constraint.sdc
export NUM_CORES = 4
export LEC_CHECK = 1
export CORE_UTILIZATION = 40
==> ./constraint.sdc <==
current_design vga2dvid

set clk_period 10.4
set clk_io_pct 0.2

create_clock -name clk0 -period $clk_period [get_ports {clk_pixel}]
create_clock -name clk1 -period $clk_period [get_ports {clk_shift}]

set non_clock_inputs [all_inputs -no_clocks]
set_input_delay [expr $clk_period * $clk_io_pct] -clock clk0 $non_clock_inputs
set_output_delay [expr $clk_period * $clk_io_pct] -clock clk0 [all_outputs]
==> results.toml <==
# generated from flow reports
[status]
status = "finished, final reports clean"

[cts]
cts_resized = 0
cts_setup_buffers = 0
ctsHoldBuffers = 0
clock-sinks = 128
cts.reportedPaths.clkPinSlew_ns = 0.05
cts_tree = "built"

[timing]
max-slew-margin-rel_pct = 49.3
rsz0062_at_grt = "false"
finalSetupViolCount = 0
worst_pin_slew_ns = 0.756
clock_skew_ns = 0.00653
drv_slew = 0
setup_tns_ns = 0
hold_violations = 0

[synthesis]
top_area_share_pct = 29.7
synth-main-ff-cell = "dfxtp_1"
synth-edff-count = 17
ys_seq_share_pct = 36.6
yosysTopAreaCell = "dfxtp_1"
ys_cells = 701
synth_cells = 701
synthArstFlopShare_pct = 0
syn-cell-area_um2 = 7470
netlist_top_cells_area = "dfxtp_1 30%, ha_1 11%, fa_1 9.6%"
synth_warnings = 2
ys_seq_elements = 128
synth.avg_cell_area_um2 = 10.7
ys_types = 65
ys_area_um2 = 7470

[floorplanning]
coreArea_um2 = 18100
rows = 49
die_w_um = 139
io_pins = 67
die_h_um = 139
floorplan.core_util_pct = 41.2
dieArea_um2 = 19200

[global_routing]
grt_pass1_vias = 4782
track_usage_pct = 15.1
grt_max_degree = 36
grt_first_pass_wirelength_mm = 22.9
grt_antenna_before_repair = 0
grt_overflow_total = 0

[cells_and_area]
final_cells = 998
drive_gt1_share_pct = 11.1
syn_to_final_growth_pct = 16.9
layout.core_utilization_pct = 48.1
fin_area_um2 = 8730

[critical_path]
slowest_stage = "fa_1"
endpoint_kind = "register"
crit_path_max_incr_delay_ns = 0.54
cp.required_ns = 10.65
crit_arrival_ns = 10.14
worst-setup-path-type = "in -> reg"
crit_fanout = 6
crit_top_cell = "fa_1"
critPathLaunchType = "input port"

[placement]
gp_congestion = 0.854
dp_hpwl_mm = 9.92
place_area_um2 = 8300
port_buffers = 65
dp_cells = 976

[worst_hold_path]
hold_class = "reg -> reg"

[run]
cap_viol_max_count = 0
warning_count = 41

[detailed_routing]
routed_wl_mm = 13.1
ant_nets = 0
drtIter0Drc = 208
diodes = 0
dr.pass1.iters = 22
via_per_inst = 4.82
drt-wirelength-per-cell_um = 13.2
drcViolationCount = 0
via_count = 4808
## registers in the layout, indices dropped and copies added (netlist names), 7 cells and up
register and cells:
u23.encoded 10, shift_green 10, latched_red 10, latched_blue 10, shift_red 10, latched_green 10, shift_clock 10, shift_blue 10
u22.encoded 10, R_sync_fail 7, u21.encoded 10, R_shift_clock_synchronizer 8
## cell usage after synthesis, types with 3 or more instances
| library cell | count |
|---|---|
| nand2_1 | 16 |
| clkbuf_1 | 11 |
| xor2_1 | 16 |
| or3_1 | 5 |
| nor3b_1 | 7 |
| ha_1 | 66 |
| nor2_1 | 41 |
| a211oi_1 | 9 |
| nand3_1 | 10 |
| nor2b_1 | 7 |
| o31ai_1 | 4 |
| nor3_1 | 5 |
| buf_4 | 10 |
| xor2_2 | 3 |
| a21oi_1 | 31 |
| and2_1 | 8 |
| inv_1 | 83 |
| inv_2 | 3 |
| dfxtp_1 | 111 |
| or2_2 | 5 |
| o21ai_1 | 17 |
| mux2i_1 | 11 |
| nand2b_1 | 10 |
| xnor2_2 | 5 |
| xnor2_1 | 47 |
| and3_1 | 3 |
| nand4_1 | 5 |
| mux2_2 | 28 |
| fa_1 | 36 |
| a21o_1 | 8 |
| edfxtp_1 | 17 |
| buf_2 | 4 |
| o21ai_0 | 13 |
| o21a_1 | 4 |
| xnor2_4 | 3 |
## final cells by class
class | count | area [µm²]
well taps | 229 | 287
repair buffers | 73 | 711
multi-input cells | 460 | 4250
inverters | 86 | 323
clock inverters | 6 | 71.3
flip-flops and latches | 128 | 2730
clock buffers | 16 | 358
fillers | 1597 | 9420
## path summary, 6_finish.rpt
path,startpoint,endpoint,slack [ns],depth (start not counted)
min in group clk1,R_shift_clock_synchronizer[6]$_SDFF_PP0_,R_shift_clock_synchronizer[7]$_SDFF_PP0_,0.45,2
max,in_green[0],u22.dc_bias[3]$_SDFF_PP0_,0.51,29
min,u22.encoded[3]$_SDFF_PP0_,latched_green[3]$_DFF_P_,0.32,0
max in group clk1,shift_clock[5]$_SDFFCE_PP0P_,shift_green[4]$_DFF_P_,8.49,3
min reg2reg,u22.encoded[3]$_SDFF_PP0_,latched_green[3]$_DFF_P_,0.32,0
max reg2reg,u22.dc_bias[1]$_SDFF_PP0_,u22.dc_bias[3]$_SDFF_PP0_,8.10,9
## per-stage QoR
stage	hold WS [ns]	worst slack (ns)
3_3_place_gp	0.312	0.341
5_1_grt	0.330	0.0901
2_1_floorplan	0.310	0.925
3_5_place_dp	0.312	0.188
4_1_cts	0.324	0.498
6_report	0.324	0.510
## layer usage
layer / part of all wire [%] / up-vias / global-route usage, %
met5: 0 / - / 0
met4: 1.6 / 0 / 2.34
met3: 4.8 / 29 / 4.12
met2: 44 / 92 / 23.0
met1: 50 / 2229 / 22.8
li1: - / 2458 / -
## critical path, delay by kind of cell
| family | cells | cell delay (ns) |
|---|---|---|
| adders and majority gates | 12 | 5.14 |
| and+or+nand+nor | 2 | 0.51 |
| AOI/OAI and AO/OA | 6 | 1.24 |
| xor gates and xnor gates | 1 | 0.10 |
| buffers and inverters | 8 | 1.07 |
## kinds of logic after synthesis
logic type | after synthesis | synth area share [%]
mux | 39 | 5.70
fa+ha+maj | 104 | 21.0
compound gates | 104 | 8.69
flops | 128 | 36.6
xor+xnor | 79 | 11.9
simple gates | 134 | 9.65
buf+inv | 113 | 6.55
## cell usage in the layout (no fill, tap or decap), types with 3 or more instances in the layout
cell	netlist	layout
inv_1	83	83
o31ai_1	4	4
and3_1	3	3
clkdlybuf4s50_1	0	65
inv_2	3	3
nor3_1	5	5
a21o_1	8	8
o21ai_0	13	13
xnor2_2	5	5
ha_1	66	66
o21a_1	4	4
o21ai_1	17	17
edfxtp_1	17	17
xor2_1	16	16
fa_1	36	36
nor3b_1	7	7
a211oi_1	9	9
xnor2_1	47	47
nor2_1	41	41
or2_2	5	5
mux2_2	28	28
xnor2_4	3	3
or3_1	5	5
nand4_1	5	5
nand2b_1	10	10
nand3_1	10	10
a21oi_1	31	31
nand2_1	16	16
and2_1	8	8
nor2b_1	7	6
mux2i_1	11	11
xor2_2	3	3
buf_4	10	8
clkbuf_16	0	14
dfxtp_1	111	111
